[design/flow/design.v]
module register_file (
    rs1_addr,     
    rs2_addr,     
    rd_addr,      
    rd_data,    
    rd_wren,   
    rs1_data,    
    rs2_data,    
    clock_i,         
    reset_ni           
);
input [4:0] rs1_addr, rs2_addr, rd_addr;
input [31:0] rd_data;
input rd_wren, clock_i, reset_ni;
output reg [31:0] rs1_data, rs2_data;
reg [31:0] reg_file [31:0];
always @ (*) begin
        if (rs1_addr == 0)
            rs1_data = 0;
        else if (rs1_addr == rd_addr)
            rs1_data = rd_data;
        else
            rs1_data = reg_file [rs1_addr];
        if (rs2_addr == 0) 
            rs2_data = 0;
        else if (rs2_addr == rd_addr)
            rs2_data = rd_data;
        else
            rs2_data = reg_file [rs2_addr];
end
integer i;
always @ (posedge clock_i) begin
    if(reset_ni)                   
        for (i=0; i < 32; i=i+1)
            reg_file [i] <= {32{1'b0}};
    else 
        if (rd_wren == 1) begin
            if (rd_addr != 0) begin   
                reg_file [rd_addr] <= rd_data;
                end
    end
end
endmodule
[design/flow/run.sh]
#!/bin/bash
# OpenROAD 26Q1-2900-gdf79404cd8, Yosys 0.63+post, stock flow scripts
make -C /OpenROAD-flow-scripts/flow DESIGN_CONFIG=/design/flow/config.mk WORK_HOME=/design/flow/orfs finish
[design/flow/config.mk]
export PLATFORM = sky130hd
export DESIGN_NAME = register_file
export DESIGN_NICKNAME = register_file
export VERILOG_FILES = /design/flow/design.v
export SDC_FILE = /design/flow/constraint.sdc
export NUM_CORES = 4
export LEC_CHECK = 1
export CORE_UTILIZATION = 40
[design/flow/constraint.sdc]
current_design register_file

set clk_period 24.1
set clk_io_pct 0.2

create_clock -name clk0 -period $clk_period [get_ports {clock_i}]

set non_clock_inputs [all_inputs -no_clocks]
set_input_delay [expr $clk_period * $clk_io_pct] -clock clk0 $non_clock_inputs
set_output_delay [expr $clk_period * $clk_io_pct] -clock clk0 [all_outputs]
==> metrics.cfg <==
[worst_setup_path]
crit_type = input pin to primary output
path_cells = buf_8, buf_12, buf_4, buf_4, mux4_2, mux2i_1, a22oi_1, a32o_1, clkdlybuf4s50_1
worst_path_most_repeated_cell = buf_4
worst-path-buf-inv = 5
cp-start-kind = input pin
path_delay_family = buffers and inverters
arrival_ps = 9190
endpoint_kind = primary output
required_ps = 19280
cpPeakStageDelay_ps = 750
path_max_fanout = 81
cp_num_cells = 9
crit_slowest_cell = buf_4

[logic_synthesis]
top_cell_area_share_pct = 56.3
synth_cells = 3623
synth_warnings = 1
async_flop_share_pct = 0
synth_cell_types = 44
synth-edff-count = 1024
ys_seq_share_pct = 56.3
yosys-top-cells-area = edfxtp_1 (56%), mux4_2 (19%), and2_1 (11%), mux2i_1 (3.2%), clkbuf_1 (1.9%)
synth_chip_area_sq_um = 54600
ys_dominant_reg_cell = edfxtp_1
most_common_cell = edfxtp_1
synth.avg_cell_area_sq_um = 15.1
ys_cells = 3623
ys_ff = 1024
top_cells_by_count = edfxtp_1 (1024), and2_1 (996), mux4_2 (453)
synth_area_sq_um = 54600
yosysTopAreaCell = edfxtp_1

[run]
warnings = 26
drv_cap = 0

[die]
pin_count = 114
dieArea_sq_um = 138000
fp-utilization_pct = 40.3
die_y_microns = 372
rows = 135
core-area_sq_um = 135000
die_w_microns = 372

[timing]
worst_slew_pin_slew_ps = 999
final.setup.tns_ps = 0
finalClockPeriodUsage_pct = 58.1
slew_headroom_pct = 33.4
final_hold_viol_count = 0
fin_crit_ps = 14010
rsz0062_at_grt = no
clock.fmax_mhz = 71.4
finalSetupViolCount = 0
finalMaxSlewViolations = 0

[pwr]
peakVddDrop_mv = 0.0518
p_per_area_nw_per_um2 = 69.2
total_power_mw = 4.23
net-switching-power_mw = 1.06
p_int_mw = 3.17
power.leakage_nw = 20.8
seqPwrFrac_pct = 49.7
pwr-share-clk_pct = 37.2
combPwrFrac_pct = 13.1
switching_share_pct = 25.0

[drt]
wl_microns = 188000
avgRoutedWirePerCell_microns = 34.2
drtIter0Drc = 2597
first_pass_iters = 6
vias_per_cell = 6.15
antenna_left = 0
drc = 0
dr_total_vias = 33872

[clocking]
cts-buffers-inserted = 106
post_cts_resized = 0
cts_tree = yes
clkTransAtPathRegs_ps = 60
ctsHtreeMaxLevel = 3
clock-root-buffer = clkbuf_16
cts-hold-fix-buffers = 0
cts_setup_buffers = 0
cts_sinks = 1024
clockBufferDepth = 3

[finish]
largest_reg_flops = 1024
final_cell_area_sq_um = 61200
drive_above_1_share_pct = 23.6
area_growth_pct = 11.9
reg_top3 = reg_file x1024
layoutNonFillerInstCount = 5507
largest_register = reg_file

[worst_hold_path]
hold_path_depth = 1
hold_class = input pin to flop

[place]
io_buffers = 113
place_area_sq_um = 57900
dp_hpwl_microns = 108000
gp_congestion = 0.931
placed_cells_incl_taps = 5316

[status]
run_status = finished, final reports clean

[grt]
grt_pass1_wl_microns = 267000
grt_antenna_before_repair = 6
grt_max_degree = 82
grt_pass1_vias = 36054
track_usage_pct = 30.3
grt_overflow = 0

-- kinds of logic (layout without fill, tap and decap cells) --
logic type	count (synthesis)	in the layout	synth area share (%)
simple gates	1204	1204	13.2
flops	1024	1024	56.3
mux	660	660	22.5
buf+inv	395	462	3.09
compound gates	330	330	4.71
xor+xnor	9	9	0.144
other cells	1	37	0.00686
-- through the flow --
| step | setup WS (ps) | utilization [%] | hold WS, ps |
|---|---|---|---|
| floorplan | 12730 | - | 5020 |
| global placement | 10110 | 42.8 | 5370 |
| detailed placement | 10120 | 42.8 | 5370 |
| CTS | 10120 | 45.1 | 4650 |
| global route | 9990 | 45.1 | 4660 |
| finish | 10090 | 45.1 | 4690 |
-- per-layer routing --
layer	wire length, microns	track usage (%)	vias up
met1	60300	36.1	16618
li1	-	-	14056
met5	497	2.87	-
met3	35700	24.2	444
met2	83300	41.9	2739
met4	8470	10.2	15
-- path summary, 6_finish.rpt --
kind | slack (ps) | startpoint | endpoint
setup / recovery | 10090 | rs1_addr[1] | rs1_data[3]
hold / removal | 4690 | reset_ni | reg_file[0][28]$_SDFFCE_PN0P_
-- power groups by stage --
stage	Sequential, mW	Clock [mW]	Combinational [mW]
6_report	2.10	1.58	0.556
5_1_grt	2.12	1.66	0.580
4_1_cts	2.10	1.59	0.549
-- final cells by class --
class	count	area, sq um
Fill cell	11588	74300
Antenna cell	5	12.5
Clock inverter	55	457
Tap cell	1781	2230
Inverter	2	7.51
Multi-Input combinational cell	2235	22600
Timing Repair Buffer	274	2380
Clock buffer	131	2750
Sequential cell	1024	30700
-- cells in the final DEF, fill, tap and decap left out, types with 32 or more instances in the layout --
master,Yosys,routed
clkdlybuf4s50_1,0,104
a32o_1,42,42
and2_1,996,996
a21oi_1,38,37
o22ai_1,52,52
or2_2,33,33
buf_4,29,161
nand2_1,45,45
a22oi_1,69,69
edfxtp_1,1024,1024
mux4_2,453,453
o221ai_1,48,48
conb_1,1,32
mux2i_1,177,177
clkbuf_16,0,106
nor2_1,72,36
Power and IR drop assume default switching activity.
